**design/flow/design.v**
```verilog
module ALU (
   FOUT, C, Z, S, V,
   ABUS, BBUS, FSEL, CIN
   ) ;
   input  [15:0] ABUS,BBUS;           
   input [3:0] 	 FSEL;	              
   input         CIN;                 
   output [15:0] FOUT;                
   output 	 C,Z,S,V;             
   reg [15:0] 	 FOUT;   
   reg 		 C,Z,S,V;  
reg [15:0]tempout;  
reg temp;  
always@(*)
begin
case(FSEL)
4'b0000:begin  
	tempout = ABUS;
	S = tempout[15];
	Z = (tempout == 0)?1:0;
	C = 0;
	V = 0;
	FOUT=tempout;	 
	end 
4'b0001:begin  
	{temp,tempout} = ABUS + 1;
	S = tempout[15];
	Z = (tempout == 0)?1:0;
	C = temp;
	V = temp;
	FOUT = tempout;	 
	end
4'b0010:begin  
	tempout = ABUS - 1;
	S = tempout[15];
	Z = (tempout==0)?1:0;
	C = 0;
	V = 0;
	FOUT = tempout;	 
	end
4'b0011:begin  
	{temp,tempout} = ABUS + BBUS + CIN;
	S = tempout[15];
	Z = (tempout == 0)?1:0;
	C = temp;
	V = (ABUS[15] == BBUS[15]) ? ((tempout[15] == ABUS[15]) ? 0 : 1) : 0;
	FOUT = tempout; 
	end 
4'b0100:begin  
	tempout = ABUS - BBUS - CIN;
	S = tempout[15];
	Z= (tempout == 0)?1:0;
	C = 0;
	V = ABUS[15]^BBUS[15];
	FOUT = tempout;	 
	end
4'b0101:begin  
	tempout = ABUS & BBUS;
	S = tempout[15];
	Z = (tempout==0)?1:0;
	C = 0;
	V = 0;
	FOUT = tempout;	 
	end
4'b0110:begin 
	tempout = ABUS|BBUS;
	S = tempout[15];
	Z =(tempout == 0)?1:0;
	C = 0;
	V = 0;
	FOUT = tempout;	 
	end
4'b0111:begin 
	tempout = ABUS^BBUS;
	S = tempout[15];
	Z = (tempout == 0)?1'b1:1'b0;
	C = 0;
	V = 0;
	FOUT = tempout;	 
	end
4'b1000:begin 
	tempout = ~ABUS;
	S = tempout[15];
	Z = (tempout == 0)?1:0;
	C = 0;
	V = 0;
	FOUT = tempout;	 
	end
4'b1001:begin 
	tempout = {ABUS[14:0],1'b0};
	C = ABUS[15];
	V = ABUS[15]^tempout[15];
	S = tempout[15];
	Z = (tempout==0)?1:0;
	FOUT = tempout;	 
	end
4'b1010:begin 
	tempout = {1'b0,ABUS[15:1]};
	C = ABUS[0];
	V = ABUS[15]^tempout[15];
	S = tempout[15];
	Z =(tempout == 0)?1:0;
	FOUT = tempout;	 
	end
4'b1011:begin 
	tempout = {ABUS[15],ABUS[15:1]};
	C = ABUS[0];
	V = ABUS[15]^tempout[15];
	S = tempout[15];
	Z = (tempout == 0)?1:0;
	FOUT = tempout;	 
	end
4'b1100:begin 
	tempout = {ABUS[14:0],CIN};
	C = ABUS[15];
	V = ABUS[15]^tempout[15];
	S = tempout[15];
	Z = (tempout==0)?1:0;
	FOUT = tempout;	 
	end
4'b1101:begin 
	tempout = {CIN,ABUS[15:1]};
	C = ABUS[0];
	V = ABUS[15]^tempout[15];
	S = tempout[15];
	Z = (tempout == 0)?1:0;
	FOUT = tempout;	 
	end
4'b1110:begin 
	tempout = {16*1'bX};
	C = 0;
	V = 0;
	S = 0;
	Z = 0;
	FOUT = tempout;	 
	end
4'b1111:begin 
	tempout = {16*1'bX};
	S = 0;
	Z = 0;
	C = 0;
	V = 0;
	FOUT = tempout; 
	end
endcase
end 
endmodule 
```
**design/flow/run.sh**
```bash
#!/bin/bash
# OpenROAD 26Q1-2900-gdf79404cd8, Yosys 0.63+post, stock flow scripts
make -C /OpenROAD-flow-scripts/flow DESIGN_CONFIG=/design/flow/config.mk WORK_HOME=/design/flow/orfs finish
```
**design/flow/config.mk**
```make
export PLATFORM = sky130hd
export DESIGN_NAME = ALU
export DESIGN_NICKNAME = ALU
export VERILOG_FILES = /design/flow/design.v
export SDC_FILE = /design/flow/constraint.sdc
export NUM_CORES = 4
export LEC_CHECK = 1
export CORE_UTILIZATION = 30
```
**design/flow/constraint.sdc**
```tcl
current_design ALU

set clk_period 11.1
set clk_io_pct 0.2

create_clock -name clk0 -period $clk_period

set non_clock_inputs [all_inputs -no_clocks]
set_input_delay [expr $clk_period * $clk_io_pct] -clock clk0 $non_clock_inputs
set_output_delay [expr $clk_period * $clk_io_pct] -clock clk0 [all_outputs]
```
==> results.txt <==
Status of the implementation.

- The combinational share of power is 100.0%, for reference.
- Registers are responsible for 0% of the overall power.
- The number of instances on the worst hold path is 4, for reference.
- Across the run, the number of max-cap violations was 0.
- Antenna repair during routing inserted a diode count of 0.
- The library cell with the highest instance count after synthesis is sky130_fd_sc_hd__nand2_1, for reference.
- The critical path start-end classification is in2out, for reference.
- The total net switching power is 0.171 mW, for reference.
- STA classifies the critical path startpoint as an input pin.
- The synthesis run shows the most used standard cells to be sky130_fd_sc_hd__nand2_1 (66), sky130_fd_sc_hd__ha_1 (65), sky130_fd_sc_hd__inv_1 (53), sky130_fd_sc_hd__a21oi_1 (51), sky130_fd_sc_hd__nor2_1 (47).
- The die is 127 µm wide.
- The count of sequential standard cells is 0, for reference.
- The area growth from synthesis to layout is 13.7%, for reference.
- The pre-placement core utilization is 30.8%, for reference.
- In the routed design, unresolved DRC markers number 0.
- The number of DRC markers after the initial detailed-route iteration is 723, for reference.
- After layout, the minimum clock period comes to 9.03 ns.
- The gate count of the mapped netlist is 703, for reference.
- The average wire length per cell after detail routing is 21.6 µm, for reference.
- Setup repair after global routing left no endpoint under its margin.
- Per the timing report, the biggest fanout along the worst path comes to 18.
- The chip area line in the Yosys stat output reads 4680 µm².
- Static timing analysis puts the maximum clock frequency at 111 MHz.
- The internal power summed over all cells is 0.123 mW, for reference.
- The number of antenna violations at the first check in global routing came to 0.
- Per the breakdown, switching nets consume 58.3% of all power.
- The number of nets still failing antenna checks after routing is 0, for reference.
- The path category of the worst min-delay check is in2out, for reference.
- The proportion of synthesized chip area in sequential cells is 0%, for reference.
- After layout, the worst setup slack is 2.07 ns.
- The flow ran to the end, and the final reports show no timing, DRC or antenna violations.
- The number of clock buffers in the layout is 0, for reference.
- The remaining global-route overflow is 0, for reference.
- According to the floorplan report, the placeable core area is 15,200 µm².
- The kind of end point of the critical path is an output pin, for reference.
- The number of buffers inserted by port buffering is 57, for reference.
- The first global-routing pass estimated 30.1 mm of wire.
- The slowest stage cell on the critical path is sky130_fd_sc_hd__clkdlybuf4s50_1, for reference.
- The largest area contributor in the synthesized netlist is sky130_fd_sc_hd__ha_1, for reference.
- For this block, the routed nets add up to 19.5 mm of wire.
- The via total after detailed routing is 5,550, for reference.
- Per the detail_route report, vias per standard cell equal 6.15.
- The final worst-path cycle share is 81.4%, for reference.
- The quantity of hold-fixing buffers added after cts is 0, for reference.
- The number of hold-slack violations in the final timing report is 0, for reference.
- The floorplan step set the die height to 127 µm.
- The area share of the largest cell type after synthesis is 17.4%, for reference.
- After routing, the total negative slack on setup checks comes to 0 ns.
- Traced cell by cell, the critical path runs through clkdlybuf4s50_1, inv_1, ha_1, ha_1, o21ai_0, a22oi_1, a41oi_1, xor2_1, nand4bb_1, nor4b_1, nand4b_1, o311ai_2, clkdlybuf4s50_1.
- IR analysis of the VDD net gives a maximum drop of 18.4 µV.
- The synthesis report lists the most area-consuming cells as sky130_fd_sc_hd__ha_1 (17%), sky130_fd_sc_hd__xnor2_1 (6.5%), sky130_fd_sc_hd__a21oi_1 (5.5%).
- The required time at the worst-slack endpoint is 8.88 ns, for reference.
- The number of setup buffers added after CTS is 0.
- Post-CTS repair changed the size of 0 cells.
- The global routing report lists combined usage of all routing layers as 24.2%.
- The number of setup violations in the final report is 0, for reference.
- The detailed placement HPWL is 14.8 mm, for reference.
- The reported leakage power is 2.05 nW, for reference.
- Counting pins that exceed their max-slew limit in the final report gives 0.
- The warning tally printed by Yosys for this design is 1.
- The top-level I/O count is 57, for reference.
- Warnings raised by the tools during the run amount to 67.
- The number of detailed-route iterations in the first pass is 6, for reference.
- The count of instantiated cells in the yosys netlist is 703, for reference.
- Logged for this run, the post-placement worst setup slack is 2.26 ns.
- The relative slew slack is 42.6%, for reference.
- The maximum number of pins on one net before global-route repair is 23, for reference.
- The floorplan step defined a die boundary enclosing 16,100 µm².
- Per the layout report, the design carries 1,671 filler cells.
- In the final layout, flip-flops and latches occupy 0 µm².
- The areal power density over the cells is 55.2 nW/µm², for reference.
- The number of distinct standard cells referenced by the synthesized netlist is 74, for reference.
- The data arrival time of the worst path is 6.81 ns, for reference.
- A synthesized cell averages 6.66 µm².
- The final estimated routing congestion in global placement is 1.01, for reference.
- Looking at the max-slew report, the worst-margin pin has a slew of 0.858 ns.
- The via count of the first global-routing pass came to 5,222.
- Per STA, the highest per-stage delay on the worst path measures 0.88 ns.
- The relative contribution of the clock network to total power is 0%, for reference.
- The synthesized netlist occupies a cell area of 4680 µm².
- The number of cell rows is 45, for reference.
- Per the final layout report, the fraction of cells sized above drive strength 1 comes to 4.90%.
-- cell usage in the layout, fill, tap and decap left out, types with 6 or more instances in the layout --
master                             n
sky130_fd_sc_hd__inv_1            53
sky130_fd_sc_hd__buf_4            13
sky130_fd_sc_hd__xor2_1           15
sky130_fd_sc_hd__xnor2_1          35
sky130_fd_sc_hd__nor2_1           47
sky130_fd_sc_hd__nand2b_1          7
sky130_fd_sc_hd__o22ai_1          12
sky130_fd_sc_hd__a21oi_1          51
sky130_fd_sc_hd__o221ai_1          6
sky130_fd_sc_hd__nand4_1          17
sky130_fd_sc_hd__or3_1             6
sky130_fd_sc_hd__nand2_1          66
sky130_fd_sc_hd__nor2b_1           9
sky130_fd_sc_hd__o211ai_1          7
sky130_fd_sc_hd__ha_1             65
sky130_fd_sc_hd__nand3_1          32
sky130_fd_sc_hd__or2_2             6
sky130_fd_sc_hd__a22oi_1           8
sky130_fd_sc_hd__clkdlybuf4s50_1  57
sky130_fd_sc_hd__o21ai_0          36
sky130_fd_sc_hd__a21o_1            7
sky130_fd_sc_hd__nor3_1           17
sky130_fd_sc_hd__nor4_1           20
sky130_fd_sc_hd__a221oi_1         23
sky130_fd_sc_hd__o21a_1            6
sky130_fd_sc_hd__and3_1            6
-- worst paths after layout --
path    start       to  slack, ns
min       CIN  FOUT[0]       5.69
max   ABUS[3]        Z       2.07
-- cell type report --
type / count / area (µm²) / area share, %
Tap cell: 188 / 235 / 4.42
Timing Repair Buffer: 70 / 668 / 12.6
Multi-Input combinational cell: 591 / 4220 / 79.3
Inverter: 53 / 199 / 3.74
-- kinds of logic after synthesis --
kind of cell               Yosys count  share of synthesized area, %
AOI/OAI and AO/OA                  216                          32.5
xor gates and xnor gates            50                          9.36
adders and majority gates           69                          19.1
buffers and inverters              112                          9.86
muxes                                4                         0.882
and+or+nand+nor                    252                          28.3
-- critical path, delay by kind of cell --
| kind | cells | cell delay (ns) |
|---|---|---|
| xor gates and xnor gates | 1 | 0.31 |
| and+or+nand+nor | 3 | 0.72 |
| AOI/OAI and AO/OA | 4 | 1.01 |
| adders and majority gates | 2 | 0.91 |
| buffers and inverters | 3 | 1.64 |
-- per-layer routing --
layer  global-route usage [%]  part of all wire, %
met1                     34.7                   43
met4                     7.42                  3.1
met2                     36.8                   44
met3                     4.60                   10
met5                        0                    0
-- power groups by stage --
stage	clock [mW]	sequential (mW)	combinational, mW
CTS	0	0	0.288
global route	0	0	0.319
finish	0	0	0.294
-- metrics by stage --
| stage | utilization (%) | cell area [µm²] | total power, mW | instances | hold slack [ns] |
|---|---|---|---|---|---|
| after floorplan | - | 4680 | 0.191 | 703 | 4.50 |
| after global placement | 35.0 | 5320 | 0.290 | 902 | 5.70 |
| after detailed placement | 35.0 | 5320 | 0.287 | 902 | 5.69 |
| after CTS | 35.0 | 5320 | 0.288 | 902 | 5.69 |
| after global routing | 35.0 | 5320 | 0.319 | 902 | 5.77 |
| final | 35.0 | 5320 | 0.294 | 902 | 5.69 |
No activity file was given, so power comes from the tool's default toggle rates.
